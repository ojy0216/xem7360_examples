[/design/flow/config.mk]
export PLATFORM = sky130hd
export DESIGN_NAME = adder_tree_fsm
export DESIGN_NICKNAME = adder_tree_fsm
export VERILOG_FILES = /design/flow/design.v
export SDC_FILE = /design/flow/constraint.sdc
export NUM_CORES = 4
export LEC_CHECK = 1
export CORE_UTILIZATION = 40
[/design/flow/constraint.sdc]
current_design adder_tree_fsm

set clk_period 8.2
set clk_io_pct 0.2

create_clock -name clk0 -period $clk_period [get_ports {clk}]

set non_clock_inputs [all_inputs -no_clocks]
set_input_delay [expr $clk_period * $clk_io_pct] -clock clk0 $non_clock_inputs
set_output_delay [expr $clk_period * $clk_io_pct] -clock clk0 [all_outputs]
[/design/flow/design.v]
module adder_tree_fsm(
    input clk,
    input rstn,
    input start,
    input [127:0] din,
    output done,
    output [15:0] dout
);
reg [1:0] c_state, n_state;
assign state = c_state;
localparam FSM_IDLE = 2'd0;
localparam FSM_RUN  = 2'd1;
localparam FSM_DONE = 2'd2;
always @(posedge clk, negedge rstn) begin
    if(!rstn) begin
        c_state <= FSM_IDLE;
    end
    else begin
        c_state <= n_state;
    end
end
always @(*) begin
    case(c_state)
        FSM_IDLE: begin
            if(start == 1'b1) begin
                n_state = FSM_RUN;
            end
            else begin
                n_state = FSM_IDLE;
            end
        end
        FSM_RUN: begin
            if(stage3_done == 1'b1) begin
                n_state = FSM_DONE;
            end
            else begin
                n_state = FSM_RUN;
            end
        end
        FSM_DONE: begin
            n_state = FSM_IDLE;
        end
        default: begin
            n_state = FSM_IDLE;
        end
    endcase
end
assign dout = (c_state == FSM_DONE) ? stage3 : 16'b0;
assign done = (c_state == FSM_DONE) ? 1'b1 : 1'b0;
reg start_reg;
reg [15:0] stage1_0, stage1_1, stage1_2, stage1_3;
reg [15:0] stage2_0, stage2_1;
reg [15:0] stage3;
reg stage1_done, stage2_done, stage3_done;
always @(posedge clk, negedge rstn) begin
    if(!rstn) begin
        start_reg <= 1'b0;
    end
    else begin
        start_reg <= start;
    end
end
always @(posedge clk, negedge rstn) begin
    if(!rstn) begin
        stage1_0 <= 16'b0;
        stage1_1 <= 16'b0;
        stage1_2 <= 16'b0;
        stage1_3 <= 16'b0;
        stage2_0 <= 16'b0;
        stage2_1 <= 16'b0;
        stage3 <= 16'b0;
        stage1_done <= 1'b0;
        stage2_done <= 1'b0;
        stage3_done <= 1'b0;
    end
    else if(c_state == FSM_RUN) begin
        stage1_0 <= din[15:0] + din[31:16];
        stage1_1 <= din[47:32] + din[63:48];
        stage1_2 <= din[79:64] + din[95:80];
        stage1_3 <= din[111:96] + din[127:112];
        stage1_done <= start_reg;
        stage2_0 <= stage1_0 + stage1_1;
        stage2_1 <= stage1_2 + stage1_3;
        stage2_done <= stage1_done;
        stage3 <= stage2_0 + stage2_1;
        stage3_done <= stage2_done;
    end
end
endmodule
[/design/flow/run.sh]
#!/bin/bash
# OpenROAD 26Q1-2900-gdf79404cd8, Yosys 0.63+post, stock flow scripts
make -C /OpenROAD-flow-scripts/flow DESIGN_CONFIG=/design/flow/config.mk WORK_HOME=/design/flow/orfs finish
==> flow_summary_export.csv <==
group,metric,value,unit
synth,yosysUniqueCellTypes,66,
sta,rsz0062_at_grt,"no",
run,drv_cap,0,
placement,place_inst,1410,
synth,synth_top_cell_by_count,"dfrtp_1",
synth,ys_ff,119,
routing,vias,7725,
global_route,grt_max_degree,52,
clocking,cts_hold_buffers,0,
synth,syn_avg_cell_area,9.67,µm²
sta,timing.final.crit_period,3.93,ns
clocking,clk_latency,0.41,ns
floorplan,ios,148,
run_status,status,"completed",
synth,common_cells,"118 x dfrtp_1, 105 x ha_1, 96 x a21oi_1, 77 x mux2_2, 61 x xnor2_1",
synth,edf_count,0,
synth,ys_async_sr_fraction,100,%
critical_path,cp-end-kind,"flip-flop",
routing,finalWirelength,20900,µm
synth,syn_inst,974,
sta,slew_headroom,57.5,%
global_route,grt_pass1_wl,35200,µm
clocking,cts.sinks,119,
sta,setup_viol,0,
finish,instances_no_fill,1442,
synth,yosys-stat-cells,974,
synth,synth_seq_share,31.6,%
routing,drt_drc_violations_left,0,
finish,logic_area,6240,µm²
synth,flop_cell,"dfrtp_1",
clocking,post_cts_buffers,0,
routing,routed_via_density,5.36,
critical_path,cp_max_fo,3,
sta,fmax,0.255,GHz
floorplan,rows,55,
global_route,grt_antenna_before_repair,0,
run,warnings,25,
critical_path,arrival,4.22,ns
finish,drive_gt1_share,11.2,%
clocking,clk_pin_slew_worst_paths,0.06,ns
synth,top_area_share,31.3,%
sta,hold_violations,0,
routing,firstDrtPassIters,5,
sta,finalSetupTns,0,ns
global_route,grt.total_usage,18.4,%
floorplan,die.size.y,155,µm
sta,period_used_share,47.9,%
sta,worst_slew_pin_slew,0.638,ns
power,powerDensity,362,nW/µm²
finish,flop_area,2980,µm²
critical_path,required,8.50,ns
global_route,grt_overflow_total,0,
synth,yosys_warnings,2,
sta,slew_viol_final,0,
power,vdd_ir_drop_max,0.186,mV
clocking,cts_tree,"done",
synth,netlist_area,9420,µm²
clocking,cts_buffers,17,
finish,fillCellCount,2092,
critical_path,start_kind,"input pin",
routing,antenna_left,0,
global_route,grt_pass1_vias,7097,
synth,yosys_area,9420,µm²
power,total_power,4.29,mW
clocking,cts.path.max_buffers,2,
sta,fin_skew,0.00787,ns
floorplan,die_x,155,µm
clocking,cts_max_level,4,
hold_path,hp-class,"reg -> reg",
sta,holdWs,0.466,ns
placement,gp_congestion,0.894,
placement,dpl.hpwl,16400,µm
floorplan,core-area,22800,µm²
routing,drt-initial-drc-count,383,
synth,synthTopCellsByArea,"dfrtp_1 31%, ha_1 14%, mux2_2 9.2%",
critical_path,path_class,"in -> reg",
finish,area_growth,26.0,%
power,leakagePower,5.09,nW
floorplan,chipArea,24200,µm²
floorplan,initial_utilization,41.2,%
clocking,cts.repair.resized,0,
clocking,cts_root_buf,"clkbuf_16",
synth,synth_area_leader_cell,"dfrtp_1",
routing,wire_per_inst,14.5,µm
routing,diodes,0,
placement,io_buffers,147,
==> path summary, 6_finish.rpt <==
path	start	end	slack [ns]	cells after the start
min in group asynchronous	rstn	stage2_0[0]	1.17	1
hold reg to reg	stage3_done	c_state[2]	0.47	1
hold / removal	stage3_done	c_state[2]	0.47	1
setup / recovery	din[32]	stage1_1[10]	4.27	9
max in group asynchronous	rstn	c_state[2]	5.47	3
setup reg to reg	stage1_0[0]	stage2_0[14]	5.66	8
==> critical path: stages <==
cell and delay (ns):
clkdlybuf4s50_1 0.41, ha_1 0.23, fa_1 0.44, a21oi_1 0.47, o211ai_1 0.24, a211o_1 0.29, a21oi_1 0.17, xnor2_1 0.08
mux2_2 0.26
==> per-layer routing <==
layer | GRT usage, % | vias up | wire [µm]
met3 | 2.89 | 5 | 828
met5 | 0 | - | 0
met1 | 31.6 | 3633 | 11100
met4 | 0.980 | 0 | 103
met2 | 25.7 | 143 | 8830
li1 | - | 3944 | -
==> stage by stage <==
stage	cell area, µm²	util, %	setup slack [ns]
CTS	11900	52.0	4.33
global placement	11200	49.1	3.94
finish	11900	52.0	4.27
floorplan	9420	-	4.66
global route	11900	52.0	4.16
detailed placement	11200	49.1	3.89
==> layout make-up <==
class | count | area share, %
flip-flops and latches | 119 | 25.1
multi-input cells | 803 | 52.6
well taps | 313 | 3.30
inverters | 23 | 0.727
clock inverters | 9 | 1.64
clock buffers | 23 | 3.94
repair buffers | 152 | 12.7
==> cells by family after synthesis <==
family / synth area share [%]
buffers and inverters: 2.14
adder cells (fa/ha/maj): 15.4
multiplexers: 9.31
XOR/XNOR: 7.62
AND/OR/NAND/NOR: 12.0
flip-flops: 31.6
AND-OR/OR-AND: 21.9
==> cell usage in the layout (no fill, tap or decap), types with 25 or more instances in the layout <==
| cell type | instances |
|---|---|
| a21o_1 | 47 |
| a21oi_1 | 96 |
| clkdlybuf4s50_1 | 146 |
| dfrtp_1 | 117 |
| ha_1 | 105 |
| mux2_2 | 77 |
| nand2_1 | 58 |
| nor2_1 | 50 |
| o21ai_0 | 25 |
| xnor2_1 | 61 |
==> report_power, final <==
group | switching [mW] | internal [mW]
clock network | 0.251 | 0.584
registers | 0.218 | 0.889
logic | 1.22 | 1.13
Power figures rest on the tool's default switching activity, not on a simulated workload.
