==> flow/design.v <==
module mig_controller(
    input                   sys_clk,
    input                   rst,
    input                   calib_done,
    output reg              ib_re,
    input       [256 - 1:0] ib_data,
    input       [7 - 1:0]   ib_count,
    input                   ib_valid,
    input                   ib_empty,
    output reg              ob_we,
    output reg  [128 - 1:0] ob_data,
    output      [7 - 1:0]   ob_count,
    output                  ob_full,
    input                   app_rdy,
    output reg              app_en,
    output reg  [3 - 1:0]   app_cmd,
    output reg  [30 - 1:0]  app_addr,
    input       [256 - 1:0] app_rd_data,
    input                   app_rd_data_end,
    input                   app_rd_data_valid,
    input                   app_wdf_rdy,
    output reg              app_wdf_wren,
    output reg  [256 - 1:0] app_wdf_data,
    output reg              app_wdf_end,
    output reg  [32 - 1:0]  app_wdf_mask
);
localparam  OUT_FIFO_SIZE   = 128;
localparam  DRAM_READ       = 3'b001,
            DRAM_WRITE      = 3'b000;
localparam  s_idle          = 2'b00,
            s_read          = 2'b01,
            s_decode        = 2'b11,
            s_cmd           = 2'b10;
reg     [2 - 1:0]   state;
reg     [256 - 1:0] ib_data_buf;
wire                is_dram;
wire                is_read;
wire    [27 - 1:0]  dram_addr;
wire    [128 - 1:0] dram_wr_data;
reg                 prev_valid; 
reg     [27 - 1:0]  prev_dram_rd_addr;
reg     [256 - 1:0] prev_dram_rd_data;
wire                skip_read;
assign skip_read = (state == s_decode) && (is_dram == 1'b1) && (is_read == 1'b1) && (prev_valid == 1'b1) && (dram_addr[27 - 1:1] == prev_dram_rd_addr[27 - 1:1]);
always @(posedge sys_clk) begin
    if(rst) begin
        ib_data_buf <= 256'b0;
    end
    else if(ib_valid) begin
        ib_data_buf <= ib_data;
    end
end
assign {is_dram, is_read, dram_addr, dram_wr_data} = ib_data_buf[157 - 1:0];
always @(posedge sys_clk) begin
    if(rst) begin
        state <= s_idle;
        ib_re <= 1'b0;
        app_en <= 1'b0;
        app_cmd <= 3'b0;
        app_addr <= 30'b0;
        app_wdf_wren <= 1'b0;
        app_wdf_data <= 256'b0;
        app_wdf_end <= 1'b0;
        app_wdf_mask <= 32'b0;
    end
    else begin
        case(state)
            s_idle: begin
                if((calib_done == 1'b1) && (!ib_empty)) begin
                    state <= s_read;
                    ib_re <= 1'b1;
                end
                else begin
                    ib_re <= 1'b0;
                end
                app_en <= 1'b0;
                app_cmd <= 3'b0;
                app_addr <= 30'b0;
                app_wdf_wren <= 1'b0;
                app_wdf_data <= 256'b0;
                app_wdf_end <= 1'b0;
                app_wdf_mask <= 32'b0;
            end
            s_read: begin
                ib_re <= 1'b0;
                if(ib_valid == 1'b1) begin
                    state <= s_decode;
                end
                app_en <= 1'b0;
                app_cmd <= 3'b0;
                app_addr <= 30'b0;
                app_wdf_wren <= 1'b0;
                app_wdf_data <= 256'b0;
                app_wdf_end <= 1'b0;
                app_wdf_mask <= 32'b0;
            end
            s_decode: begin
                ib_re <= 1'b0;
                if(is_dram == 1'b1) begin
                    if(is_read == 1'b1) begin
                        app_cmd <= DRAM_READ;
                        app_addr <= {1'b0, dram_addr[27 - 1:1], 3'b0};   
                        app_wdf_wren <= 1'b0;
                        app_wdf_data <= 256'b0;
                        app_wdf_end <= 1'b0;
                        app_wdf_mask <= 32'b0;
                        if(ob_count < (OUT_FIFO_SIZE - 2)) begin
                            if((prev_valid == 1'b1) && (dram_addr[27 - 1:1] == prev_dram_rd_addr[27 - 1:1])) begin
                                state <= s_idle;
                                app_en <= 1'b0;
                            end
                            else begin
                                state <= s_cmd;
                                app_en <= 1'b1;
                            end
                        end
                        else begin
                            app_en <= 1'b0;
                        end
                    end
                    else begin
                        app_cmd <= DRAM_WRITE;
                        app_addr <= {1'b0, dram_addr[27 - 1:1], 3'b0};   
                        app_wdf_wren <= 1'b1;
                        app_wdf_data <= (dram_addr[0] == 1'b1) ? {dram_wr_data, 128'b0} : {128'b0, dram_wr_data};
                        app_wdf_end <= 1'b1;
                        app_wdf_mask <= (dram_addr[0] == 1'b1) ? {{16{1'b0}}, {16{1'b1}}} : {{16{1'b1}}, {16{1'b0}}};
                        if(app_wdf_rdy == 1'b1) begin
                            state <= s_cmd;
                            app_en <= 1'b1;
                        end
                        else begin
                            app_en <= 1'b0;
                        end
                    end
                end
                else begin
                    state <= s_idle;
                    ib_re <= 1'b0;
                    app_en <= 1'b0;
                    app_cmd <= 3'b0;
                    app_addr <= 30'b0;
                    app_wdf_wren <= 1'b0;
                    app_wdf_data <= 256'b0;
                    app_wdf_end <= 1'b0;
                    app_wdf_mask <= 32'b0;
                end
            end
            s_cmd: begin
                ib_re <= 1'b0;
                if(is_read == 1'b1) begin
                    app_wdf_wren <= 1'b0;
                    app_wdf_data <= 256'b0;
                    app_wdf_end <= 1'b0;
                    app_wdf_mask <= 32'b0;
                    if(app_rdy == 1'b1) begin
                        state <= s_idle;
                        app_en <= 1'b0;
                        app_cmd <= 3'b0;
                        app_addr <= 30'b0;
                    end
                    else begin
                        app_en <= 1'b1;
                        app_cmd <= app_cmd;
                        app_addr <= app_addr;
                    end
                end
                else begin
                    app_wdf_wren <= 1'b0;
                    app_wdf_end <= 1'b0;
                    if(app_rdy == 1'b1) begin
                        state <= s_idle;
                        app_en <= 1'b0;
                        app_cmd <= 3'b0;
                        app_addr <= 30'b0;
                        app_wdf_data <= 256'b0;
                        app_wdf_mask <= 32'b0;
                    end
                    else begin
                        app_en <= 1'b1;
                        app_cmd <= app_cmd;
                        app_addr <= app_addr;
                        app_wdf_data <= app_wdf_data;
                        app_wdf_mask <= app_wdf_mask;
                    end
                end
            end
        endcase
    end
end
always @(posedge sys_clk) begin
    if(rst) begin
        prev_valid <= 1'b0;
        prev_dram_rd_addr <= 27'b0;
        prev_dram_rd_data <= 256'b0;
    end
    else if(app_rd_data_valid) begin
        prev_valid <= 1'b1;
        prev_dram_rd_addr <= dram_addr;
        prev_dram_rd_data <= app_rd_data;
    end
end
always @(posedge sys_clk) begin
    if(rst) begin
        ob_we <= 1'b0;
        ob_data <= 128'b0;
    end
    else begin
        if(app_rd_data_valid == 1'b1) begin
            ob_we <= 1'b1;
            ob_data <= (dram_addr[0] == 1'b1) ? app_rd_data[256 - 1 -: 128] : app_rd_data[128 - 1:0];
        end
        else if(skip_read) begin
            ob_we <= 1'b1;
            ob_data <= (dram_addr[0] == 1'b1) ? prev_dram_rd_data[256 - 1 -: 128] : prev_dram_rd_data[128 - 1:0];
        end
        else if(ob_we == 1'b1) begin
            ob_we <= 1'b0;
            ob_data <= 128'b0;
        end
        else begin
            ob_we <= 1'b0;
            ob_data <= 128'b0;
        end
    end
end
endmodule
==> flow/run.sh <==
#!/bin/bash
# OpenROAD 26Q1-2900-gdf79404cd8, Yosys 0.63+post, stock flow scripts
make -C /OpenROAD-flow-scripts/flow DESIGN_CONFIG=/design/flow/config.mk WORK_HOME=/design/flow/orfs finish
==> flow/config.mk <==
export PLATFORM = sky130hd
export DESIGN_NAME = mig_controller
export DESIGN_NICKNAME = mig_controller
export VERILOG_FILES = /design/flow/design.v
export SDC_FILE = /design/flow/constraint.sdc
export NUM_CORES = 4
export LEC_CHECK = 1
export CORE_AREA = 10 10 433 433
export DIE_AREA = 0 0 443 443
==> flow/constraint.sdc <==
current_design mig_controller

set clk_period 30.2
set clk_io_pct 0.2

create_clock -name clk0 -period $clk_period [get_ports {sys_clk}]

set non_clock_inputs [all_inputs -no_clocks]
set_input_delay [expr $clk_period * $clk_io_pct] -clock clk0 $non_clock_inputs
set_output_delay [expr $clk_period * $clk_io_pct] -clock clk0 [all_outputs]
==> ci_impl_report.md <==
## Implementation flow summary

| Metric | Value |
|---|---|
| P&R area growth vs syn | `41.6%` |
| DRT iter0 DRCs | `1696` |
| Crit-path cells | `buf_8 > buf_4 > buf_4 > buf_4 > buf_4 > buf_4 > nor3_1 > nand4_1 > o21ai_0` |
| Max-cap violations | `0` |
| Row Count | `155` |
| DR vias | `27900` |
| Fin. Hold Viols | `0` |
| Post-layout period usage | `32.0%` |
| Clk root buf | `clkbuf_16` |
| CTS sink cnt | `861` |
| Drt total wl | `125000 microns` |
| Synthesized instance count | `3484` |
| PD cells | `56.5 mW/mm^2` |
| Num CTS Buffers | `99` |
| CP Class | `primary input to register` |
| Crit Reg-Reg Startpoint | `ib_data_buf[131]$_SDFFE_PP0P_` |
| Max-area cell share | `51.0%` |
| Outcome | `complete, no violations` |
| Synth cell types | `36` |
| Syn Std Cell Area | `0.0338 sq mm` |
| Slew margin rel. | `46.1%` |
| Input/output buffers | `868` |
| Dominant flop cell | `dfxtp_1` |
| Fp_density | `19.0%` |
| Post-synth ARST share | `0%` |
| Area leader, netlist | `dfxtp_1` |
| Slowest cell on crit path | `buf_4` |
| Placeable Area | `0.178 sq mm` |
| Mean Syn Cell Area | `9.71 sq um` |
| Die X | `443 microns` |
| Largest net degree at the start of global routing | `128` |
| #FFs+latches synth | `861` |
| Num ports | `990` |
| FMAX | `0.103 GHz` |
| Setup_tns | `0 ns` |
| Pre-Repair DR Iteration Count | `7` |
| Final ANT Viol Nets | `0` |
| Share of layout cells above drive strength 1 | `8.58%` |
| CP Launch Type | `primary input` |
| Seq/Total Area, Yosys | `51.0%` |
| Placed Area | `0.0445 sq mm` |
| Total Power | `2710 uW` |
| Peak fanout along the critical path | `60` |
| Measured slew at the worst slew-check pin | `0.808 ns` |
| Routed vias/inst | `4.21` |
| Max VDD drop | `0.0527 mV` |
| CTS H-tree lvls | `3` |
| Post-synth EDFFs | `0` |
| Gr usage total | `12.3%` |
| Post-route DRC | `0` |
| Final min period | `9.68 ns` |
| Hold Crit Class | `register to register` |
| Number of setup buffers added after CTS | `0` |
| Leading post-synthesis cells by cell area | `dfxtp_1 51%, mux2i_1 17%, nor2_1 7.8%, a22oi_1 5.7%, mux2_2 4.3%` |
| Die ar. | `0.196 sq mm` |
| HP Start | `state[0]$_DFF_P_` |
| Yosys stat area | `0.0338 sq mm` |
| Slew Viols, Final | `0` |
| Clock skew | `0.0218 ns` |
| Vias in the first global route | `27600` |
| Final number of setup-violating endpoints | `0` |
| Required @ worst endpoint | `30.77 ns` |
| CTS tree | `yes` |
| Wire length of the first global-routing pass | `184000 microns` |
| Crit path top cell by count | `buf_4` |
| Critical path endpoint category | `register` |
| Worst-path clk slew | `0.06 ns` |
| # resized after CTS | `0` |
| Worst setup startpoint | `app_rd_data_valid` |
| Final core utilization | `26.9%` |
| Initial antenna violation count | `37` |
| Hold_buf cts | `0` |
| Yosys cell count | `3484` |
| Tool warnings | `138` |
| Late-Pin Clk Latency | `0.71 ns` |
| Hold slack | `0.474 ns` |
| DR WL/cell | `18.8 microns` |
| Remaining Overflow, GRT | `0` |
| Final GP Congestion | `0.860` |
| Leakage | `0.0176 uW` |
| Detailed-placement wirelength estimate | `85000 microns` |
| Critical Path AT | `10.25 ns` |
| Unrepaired setup endpoints after global routing | `no` |
| Die H | `443 microns` |
| Slowest Stage Delay on Critical Path | `0.72 ns` |
| Max clock buf depth | `3` |
| Syn. warnings | `9` |
| Post-route cell area | `0.0479 sq mm` |
synth_stat cells (3+ instances only):
cell type and n:
a21oi_1 5, a22o_1 26, a22oi_1 256, buf_1 36, buf_2 58, buf_4 45
clkbuf_1 223, dfxtp_1 861, mux2_2 128, mux2i_1 567, nand2_1 130, nand2b_1 3
nand4_1 133, nor2_1 702, nor3_1 132, o21ai_0 125, o21ai_1 4, xnor2_1 15
xor2_1 11
final timing paths:
check / depth (start not counted) / endpoint / slack, ns
setup / recovery: 9 / ob_data[64]$_SDFF_PP0_ / 20.52
hold / removal: 1 / app_wdf_wren$_SDFF_PP0_ / 0.47
setup reg to reg: 7 / app_en$_SDFF_PP0_ / 26.71
hold reg to reg: 1 / app_wdf_wren$_SDFF_PP0_ / 0.47
per-stage QoR:
stage / cells / setup WS [ns]
floorplan: 3497 / 22.85
global placement: 6416 / 19.90
detailed placement: 6416 / 19.82
CTS: 6597 / 20.64
global route: 6627 / 20.26
finish: 6628 / 20.52
state kept, by name (all words and copies together) (netlist names):
name / cells
app_en: 1
ib_re: 1
prev_dram_rd_addr: 26
app_wdf_wren: 1
app_cmd: 1
ob_we: 1
app_wdf_data: 256
prev_dram_rd_data: 256
ob_data: 128
state: 4
ib_data_buf: 157
app_addr: 26
prev_valid: 1
app_wdf_mask: 2
cells by family (layout without fill, tap and decap cells):
| kind of cell | count (synthesis) | in the layout | synth area share [%] |
|---|---|---|---|
| buf+inv | 365 | 1110 | 4.79 |
| flops | 861 | 861 | 51.0 |
| other cells | 1 | 45 | 0.0111 |
| mux | 695 | 695 | 21.0 |
| xor+xnor | 26 | 26 | 0.673 |
| compound gates | 421 | 421 | 8.48 |
| simple gates | 1115 | 1115 | 14.0 |
worst max-delay path, delay by kind of cell:
family	cells	cell delay, ns
AOI/OAI and AO/OA	1	0.07
buffers and inverters	6	3.62
and+or+nand+nor	2	0.27
final cells by class:
type / instances / area (sq um)
Timing Repair Buffer: 927 / 9170
Clock buffer: 143 / 2890
Clock inverter: 38 / 472
Fill cell: 18400 / 130000
Sequential cell: 861 / 17200
Tap cell: 2355 / 2950
Multi-Input combinational cell: 2271 / 15100
Antenna cell: 31 / 77.6
Inverter: 2 / 7.51
layer usage:
metal	vias up	global-route usage [%]	part of all wire (%)
met5	-	0	0.022
met4	4	4.11	3.3
met3	200	4.10	7.8
met2	835	20.9	50
met1	13300	14.7	39
li1	13600	-	-
where the power goes:
part           total (uW)  internal [uW]  leakage (uW)  switching, uW
Sequential           1210           1180       0.00704           26.8
Combinational         268            129       0.00895            139
Clock                1230            728       0.00166            504
layout by cell type, fill, tap and decap left out, types with 125 or more instances in the layout:
master           Yosys  final
o21ai_0            125    125
dfxtp_1            861    860
nand4_1            133    133
nor2_1             702    700
a22oi_1            256    256
mux2_2             128    128
mux2i_1            567    567
clkdlybuf4s50_1      0    865
nand2_1            130    130
nor3_1             132    130
Power figures rest on the tool's default switching activity, not on a simulated workload.
